==> /design/flow/design.v <==
module mini_ALU_16bit_DIV(
    input clk,
    input rst,
    input start,
    input [15:0] X,
    input [15:0] Y,
    output [15:0] quot,
    output [15:0] rem,
    output overflow,
    output reg valid
);
    reg [32:0] Z,next_Z,Z_temp,Z_temp1;
    reg next_state, pres_state;
    reg [3:0] count,next_count;
    reg  next_valid;
    parameter IDLE = 1'b0;
    parameter START = 1'b1;
    assign rem = Z[31:16];
    assign quot = Z[15:0];
    always @ (posedge clk or negedge rst) begin
            if(!rst) begin
                Z          <= 32'd0;
                valid      <= 1'b0;
                pres_state <= 1'b0;
                count      <= 4'd0;
            end
            else begin
                Z          <= next_Z;
                valid      <= next_valid;
                pres_state <= next_state;
                count      <= next_count;
            end
        end
    always @ (*) begin 
            case(pres_state)
                IDLE:
                    begin
                        next_count = 4'b0;
                        next_valid = 1'b0;
                        if(start) begin
                            next_state = START;
                            next_Z     = {16'd0,X};
                        end
                        else begin
                            next_state = pres_state;
                            next_Z     = 32'd0;
                        end
                    end
                START:
                    begin
                        next_count = count + 1'b1;
                        Z_temp     = Z << 1;
                        Z_temp1    = {Z_temp[31:16]-Y,Z_temp[15:0]};
                        next_Z     = Z_temp1[31] ? {Z_temp[31:16],Z_temp[15:1],1'b0} : 
                                        {Z_temp1[31:16],Z_temp[15:1],1'b1};
                        next_valid = (&count) ? 1'b1 : 1'b0; 
                        next_state = (&count) ? IDLE : pres_state;	
                    end
            endcase
    end
    assign overflow = (Y==16'd0)?1'b1:1'b0;
endmodule
==> /design/flow/run.sh <==
#!/bin/bash
# OpenROAD 26Q1-2900-gdf79404cd8, Yosys 0.63+post, stock flow scripts
make -C /OpenROAD-flow-scripts/flow DESIGN_CONFIG=/design/flow/config.mk WORK_HOME=/design/flow/orfs finish
==> /design/flow/config.mk <==
export PLATFORM = sky130hd
export DESIGN_NAME = mini_ALU_16bit_DIV
export DESIGN_NICKNAME = mini_ALU_16bit_DIV
export VERILOG_FILES = /design/flow/design.v
export SDC_FILE = /design/flow/constraint.sdc
export NUM_CORES = 4
export LEC_CHECK = 1
export CORE_UTILIZATION = 50
==> /design/flow/constraint.sdc <==
current_design mini_ALU_16bit_DIV

set clk_period 5.5
set clk_io_pct 0.2

create_clock -name clk0 -period $clk_period [get_ports {clk}]

set non_clock_inputs [all_inputs -no_clocks]
set_input_delay [expr $clk_period * $clk_io_pct] -clock clk0 $non_clock_inputs
set_output_delay [expr $clk_period * $clk_io_pct] -clock clk0 [all_outputs]
==> ci_impl_report.md <==
### Yosys + OpenROAD results

| Metric | Value |
|---|---|
| Final setup viols | 0 |
| Yosys warns | 1 |
| Worst Reg2Reg Path Length in Cells | 7 |
| Reg clk slew, reported paths | about 0.060 ns |
| Final Skew | 0.00486 ns |
| Tool Warnings | 26 |
| CP Class | input port to primary output |
| Critical path required time | roughly 4.4 ns |
| Area growth syn-to-layout | 33.5% |
| 1st-iter DRT viols | approximately 140 |
| Arr. time, crit path | ~2.7 ns |
| Status | completed |
| Post-route ant nets | 0 |
| Largest cells by area | dfrtp_1 (40%), ha_1 (8.4%), a22o_1 (5.1%) |
| Slew Limit Fails | 0 |
| Largest area contributor in the netlist | dfrtp_1 |
| Remaining DRCs | 0 |
| RR Startpoint | Z[19] |
| Layout fillers | 347 |
| VDD IR max | about 320 uV |
| Cell variety after synth | 47 |
| Final period util | 0.691 |
| DRT Wirelength | approximately 5700 um |
| Die area | between 5000 and 6000 um2 |
| CP cell instances | clkdlybuf4s50_1 -> nor4_1 -> and4_1 -> clkdlybuf4s50_1 |
| Grt ovf | 0 |
| Pwr dens | between 500 and 600 nW/um2 |
| Routed wire length per instance | ~15 um |
| Reg2reg end | Z[26] |
| Worst hold slack | ~0.46 ns |
| Rel. slew slack | 0.415 |
| Fin area | about 3200 um2 |
| Worst slew pin tran | between 0.8 and 0.9 ns |
| Worst hold path endpoint | count[0] |
| Final Hold Viols | 0 |
| Clock period minus worst slack | about 3.8 ns |
| CP max FO | 2 |
| Post-synth regs | 38 |
| Ports | 69 |
| Latency at later pin | 0.28 ns |
| Postcts setup bufs | 0 |
| Yosys stat cell total | between 200 and 300 |
| Area leader share | 0.397 |
| Clk sinks | 38 |
| Antenna Cells | 0 |
| Die width | between 70 and 80 um |
| CTS Hold Bufs | 0 |
| Seq share, synth | 0.397 |
| Root Buffer | clkbuf_8 |
| Aggregate global-route resource usage | 0.248 |
| Clk buf depth | 2 |
| HP Start | count[0] |
| Post-synthesis cell count | approximately 260 |
| Pin count of the biggest net entering global routing | 39 |
| Hold Path Stages | 1 |
| Most common cell in the netlist | dfrtp_1 |
| Top cells by count | dfrtp_1 (38), a21oi_1 (23), inv_1 (20) |
| Vias per cell | a little under 6 |
| Total core area | between 4000 and 5000 um2 |
| RSZ-0062 raised after global routing | no |
| YS chip area | approximately 2400 um2 |
| CTS tree | done |
| First-pass GRT wire length | 9600 um |
| Row cnt | 24 |
| Reg-to-reg setup timing slack | around 2.7 ns |
| Routability cong. | about 0.91 |
| Largest stage delay, worst path | about 0.46 ns |
| Area of the mapped netlist | 2390 um2 |
| Layout cells sized above 1 | 0.0583 |
| Crit path launch type | input port |
| Crit path setup slack, layout | ~1.7 ns |
| Total of max-cap violations | 0 |
| Post-cts sizing count | 0 |
| Die Height | between 70 and 80 um |
| CP most frequent cell | clkdlybuf4s50_1 |
| Estimated wirelength of the detail-placed design | between 4000 and 5000 um |
| Worst hold-check path type | register to register |
| Commonest flop | dfrtp_1 |
| TritonCTS Buffers | 5 |
| Max Fclk | 263 MHz |
| FP Util | 0.535 |
| DRT Pass-1 Iters | 19 |
| Finished Layout Cells | 378 |
| Setup WS pre-CTS | approximately 1.5 ns |
| Dpl cells | roughly 370 |
| Kind of end point of the critical path | primary output |
| H-tree levels | 2 |
| Fraction of registers with async set/reset | 1.00 |
| Pleak | roughly 1.4 nW |
| Syn avg cell area | 9.24 um2 |
| Vias in the first global route | roughly 2000 |
| Worst Setup SP | Y[11] |
| Post-synth EDFFs | 0 |
| Total negative slack | 0 ns |
| Vias | 2186 |
| Crit-path slowest cell | nor4_1 |
| Dpl cell area | 3100 um2 |
| Initial antenna violation count | 0 |
| PortBufs | roughly 68 |
worst max-delay path: cells and delay by family:
kind	cells	cell delay (ns)
buf+inv	2	0.88
simple gates	2	0.72
layout make-up:
type                    count  area [um2]  share of cell area
flip-flops and latches     38         951               0.298
multi-input cells         189        1310               0.411
well taps                  52        65.1              0.0204
clock inverters             1        5.00             0.00157
clock buffers               7        86.3              0.0270
inverters                  20        75.1              0.0235
repair buffers             71         698               0.219
where the power goes:
group	leakage, nW	internal, W	switching (W)
registers	0.467	0.000421	0.000100
logic	0.931	0.000599	0.000540
clock network	0.0482	0.000101	0.0000879
total	1.45	0.00112	0.000729
stage by stage:
step / util / power (W)
after floorplan: - / 0.00124
after global placement: 0.694 / 0.00165
after detailed placement: 0.694 / 0.00166
after CTS: 0.714 / 0.00186
after global routing: 0.714 / 0.00202
final: 0.714 / 0.00185
registers in the layout (all words and copies together) (netlist names):
register	flops
pres_state	1
count	4
Z	32
valid	1
cells by family after synthesis:
| group | after synthesis | synth area share |
|---|---|---|
| adders and majority gates | 17 | 0.0920 |
| and+or+nand+nor | 75 | 0.161 |
| muxes | 3 | 0.0126 |
| DFF | 38 | 0.397 |
| buffers and inverters | 32 | 0.0533 |
| xor gates and xnor gates | 14 | 0.0513 |
| AOI/OAI and AO/OA | 80 | 0.233 |
how the worst max path moves through the flow:
stage / end / cells after the start
CTS: overflow / 4
global route: Z[27] / 9
finish: overflow / 4
layout by cell type, fill, tap and decap left out, types with 4 or more instances in the layout:
master,instances
a21o_1,8
ha_1,16
o21ai_0,13
nand3_1,11
nor2_1,16
clkdlybuf4s50_1,67
nand2_1,16
a22o_1,14
o211ai_1,4
dfrtp_1,38
a21oi_1,23
nand2b_1,4
inv_1,20
nor4_1,5
clkbuf_8,6
nor3_1,4
xnor2_1,9
xor2_1,5
nand4_1,6
layer usage:
layer  wire length (um)  global-route usage
met1               2770               0.410
met4                 38              0.0200
met3                261              0.0332
met5                  0                   0
met2               2660               0.380
Power and IR drop assume default switching activity.
