**./constraint.sdc**
```tcl
current_design mini_ALU_16bit_MUL

set clk_period 53.7
set clk_io_pct 0.2

create_clock -name clk0 -period $clk_period

set non_clock_inputs [all_inputs -no_clocks]
set_input_delay [expr $clk_period * $clk_io_pct] -clock clk0 $non_clock_inputs
set_output_delay [expr $clk_period * $clk_io_pct] -clock clk0 [all_outputs]
```
**./config.mk**
```make
export PLATFORM = sky130hd
export DESIGN_NAME = mini_ALU_16bit_MUL
export DESIGN_NICKNAME = mini_ALU_16bit_MUL
export VERILOG_FILES = /design/flow/design.v
export SDC_FILE = /design/flow/constraint.sdc
export NUM_CORES = 4
export LEC_CHECK = 1
export CORE_UTILIZATION = 30
```
**./run.sh**
```bash
#!/bin/bash
# OpenROAD 26Q1-2900-gdf79404cd8, Yosys 0.63+post, stock flow scripts
make -C /OpenROAD-flow-scripts/flow DESIGN_CONFIG=/design/flow/config.mk WORK_HOME=/design/flow/orfs finish
```
**./design.v**
```verilog
module mini_ALU_16bit_MUL (
    input [15:0] data0,
    input [15:0] data1,
    output [31:0]  product,
    output overflow,
    output valid
);
    wire [30:0] partial_product [15:0];
    wire [30:0] tem_partial_product [14:0];
    assign partial_product[0] ={{15{1'b0}} , data0 & {16{data1[0]}}              };
    assign partial_product[1] ={{14{1'b0}} , data0 & {16{data1[1]}} ,  1'b0      };
    assign partial_product[2] ={{13{1'b0}} , data0 & {16{data1[2]}} ,  2'b00     };
    assign partial_product[3] ={{12{1'b0}} , data0 & {16{data1[3]}} ,  3'b000    };
    assign partial_product[4] ={{11{1'b0}} , data0 & {16{data1[4]}} , {4{1'b0}}  };
    assign partial_product[5] ={{10{1'b0}} , data0 & {16{data1[5]}} , {5{1'b0}}  };
    assign partial_product[6] ={{ 9{1'b0}} , data0 & {16{data1[6]}} , {6{1'b0}}  };
    assign partial_product[7] ={{ 8{1'b0}} , data0 & {16{data1[7]}} , {7{1'b0}}  };
    assign partial_product[8] ={{ 7{1'b0}} , data0 & {16{data1[8]}} , {8{1'b0}}  };
    assign partial_product[9] ={{ 6{1'b0}} , data0 & {16{data1[9]}} , {9{1'b0}}  };
    assign partial_product[10]={{ 5{1'b0}} , data0 & {16{data1[10]}},{10{1'b0}}  };
    assign partial_product[11]={{ 4{1'b0}} , data0 & {16{data1[11]}},{11{1'b0}}  };
    assign partial_product[12]={{ 3{1'b0}} , data0 & {16{data1[12]}},{12{1'b0}}  };
    assign partial_product[13]={{ 2{1'b0}} , data0 & {16{data1[13]}},{13{1'b0}}  };
    assign partial_product[14]={    1'b0   , data0 & {16{data1[14]}},{14{1'b0}}  };
    assign partial_product[15]={data0 & {16{data1[15]}},             {15{1'b0}}  };
    wire [14:0] temp_cout;
    adder_31bit a0(
        .a(partial_product[0]),
        .b(partial_product[1]),
        .sum(tem_partial_product[0]),
        .cout(temp_cout[0]),
        .cin(1'b0)
    );
    adder_31bit a1(
        .a(tem_partial_product[0]),
        .b(partial_product[2]),
        .sum(tem_partial_product[1]),
        .cout(temp_cout[1]),
        .cin(temp_cout[0])
    );
    adder_31bit a2(
        .a(tem_partial_product[1]),
        .b(partial_product[3]),
        .sum(tem_partial_product[2]),
        .cout(temp_cout[2]),
        .cin(temp_cout[1])
    );
    adder_31bit a3(
        .a(tem_partial_product[2]),
        .b(partial_product[4]),
        .sum(tem_partial_product[3]),
        .cout(temp_cout[3]),
        .cin(temp_cout[2])
    );
    adder_31bit a4(
        .a(tem_partial_product[3]),
        .b(partial_product[5]),
        .sum(tem_partial_product[4]),
        .cout(temp_cout[4]),
        .cin(temp_cout[3])
    );
    adder_31bit a5(
        .a(tem_partial_product[4]),
        .b(partial_product[6]),
        .sum(tem_partial_product[5]),
        .cout(temp_cout[5]),
        .cin(temp_cout[4])
    );
    adder_31bit a6(
        .a(tem_partial_product[5]),
        .b(partial_product[7]),
        .sum(tem_partial_product[6]),
        .cout(temp_cout[6]),
        .cin(temp_cout[5])
    );
    adder_31bit a7(
        .a(tem_partial_product[6]),
        .b(partial_product[8]),
        .sum(tem_partial_product[7]),
        .cout(temp_cout[7]),
        .cin(temp_cout[6])
    );
    adder_31bit a8(
        .a(tem_partial_product[7]),
        .b(partial_product[9]),
        .sum(tem_partial_product[8]),
        .cout(temp_cout[8]),
        .cin(temp_cout[7])
    );
    adder_31bit a9(
        .a(tem_partial_product[8]),
        .b(partial_product[10]),
        .sum(tem_partial_product[9]),
        .cout(temp_cout[9]),
        .cin(temp_cout[8])
    );
    adder_31bit a10(
        .a(tem_partial_product[9]),
        .b(partial_product[11]),
        .sum(tem_partial_product[10]),
        .cout(temp_cout[10]),
        .cin(temp_cout[9])
    );
    adder_31bit a11(
        .a(tem_partial_product[10]),
        .b(partial_product[12]),
        .sum(tem_partial_product[11]),
        .cout(temp_cout[11]),
        .cin(temp_cout[10])
    );
    adder_31bit a12(
        .a(tem_partial_product[11]),
        .b(partial_product[13]),
        .sum(tem_partial_product[12]),
        .cout(temp_cout[12]),
        .cin(temp_cout[11])
    );
    adder_31bit a13(
        .a(tem_partial_product[12]),
        .b(partial_product[14]),
        .sum(tem_partial_product[13]),
        .cout(temp_cout[13]),
        .cin(temp_cout[12])
    );
    adder_31bit a14(
        .a(tem_partial_product[13]),
        .b(partial_product[15]),
        .sum(tem_partial_product[14]),
        .cout(temp_cout[14]),
        .cin(temp_cout[13])
    );
    assign product={temp_cout[14],tem_partial_product[14]};
    assign overflow=1'b0;
    assign valid=1'b1;
endmodule
module adder_31bit(
    input [30:0] a,
    input cin,
    input [30:0] b,
    output [30:0] sum,
    output  cout
);
    wire [30:0] carry;
    full_adder_mul fa0(
        .a(a[0]),
        .b(b[0]),
        .cin(1'b0),
        .sum(sum[0]),
        .cout(carry[0])
    );                    
    full_adder_mul fa15(
        .a(a[30]),
        .b(b[30]),
        .cin(carry[29]),
        .sum(sum[30]),
        .cout(cout)
    );
    generate
        genvar i;
            for(i=1;i<30;i=i+1)begin:fadd_31
                full_adder_mul fa(
                .a(a[i]),
                .b(b[i]),
                .cin(carry[i-1]),
                .sum(sum[i]),
                .cout(carry[i])
            );
end
endgenerate
endmodule
module full_adder_mul(
    input a,b,cin,
    output sum,cout
);
    assign  sum=a^b^cin;
    assign cout=a&b | ((a^b)&cin);
endmodule
```
==> results.tsv <==
metric	value	unit
io_buffers	64	
setup_viol	0	
crit_arrival	32040	ps
status	completed	
nFillCells	2351	
fmax	23.4	MHz
synth_top_cell_by_count	fa_1	
wl_per_cell	9.22	um
routabilityCongestion	0.744	
start_kind	primary input	
cts_hold_buf	0	
chip_area	24100	um^2
antenna_found_initial	0	
tightest_slew	564	ps
critPathSlowestCell	clkdlybuf4s50_1	
grt_max_degree	17	
drt_wl_total	8710	um
synth_top_cell_by_area	fa_1	
grt_util_all_layers	9.22	%
dp_hpwl	9020	um
hold_path_class	primary input to output port	
path_max_fanout	16	
warnings	32	
setup.worst_path.class	primary input to output port	
antenna_left	0	
ys_cells	633	
top_cell_area_share	63.7	%
die_x	155	um
dr.pass1.iters	4	
tns	0	ps
syn_area	7040	um^2
nClkBuffers	0	
fp_util	30.8	%
drtIter0Drc	25	
cts_setup_buffers	0	
cts_resized	0	
hold_depth	6	
finalCritPeriodShare	79.7	%
hold_viol	0	
grt_pass1_wl	18400	um
diodes	0	
ios	66	
grt_overflow	0	
topCellsByArea	fa_1 (64%), and2_1 (18%), buf_4 (5.8%), inv_1 (3.7%), ha_1 (2.8%)	
coreArea	22800	um^2
ys_types	9	
fin_util	33.0	%
post-route-min-period	42780	ps
worst_path_largest_cell_delay	700	ps
yosysWarnings	1	
flop_area	0	um^2
dpl.cell_count	945	
synth_cells	633	
synthTopCellsByCount	fa_1 (224), and2_1 (207), inv_1 (69)	
viasPerCell	4.03	
path_depth	53	
drive_gt1_share	3.16	%
drv_slew	0	
num_vias	3809	
first_global_vias	4398	
rsz0062_at_grt	false	
fin_cells	945	
critPathRequiredTime	42960	ps
crit_top_cell	fa_1	
area_growth	7.09	%
cap_violations	0	
avgSynthCellArea	11.1	um^2
die_h	155	um
relSlewSlack	62.3	%
n_sequential_cell	0	
path_buffers	8	
rows	55	
drc	0	
yosys_area	7040	um^2
critical-path-top-delay-family	adder cells	
endpoint_kind	output port	
postSynthSeqShare	0	%
==> stage by stage <==
stage,hold slack [ps],area (um^2),setup slack (ps)
global placement,22750,7540,10770
finish,22740,7540,10920
global route,22810,7540,9860
CTS,22750,7540,10710
detailed placement,22750,7540,10700
floorplan,21770,7040,12320
==> worst min-delay path: cells and delay by family <==
kind                       cells  cell delay (ps)
adders and majority gates      1              160
buffers and inverters          4              990
and+or+nand+nor                1              100
==> layer usage <==
layer / global-route usage [%] / wire length (um)
met5: 0 / 0
met1: 12.0 / 3570
met4: 0 / 0
met2: 18.2 / 4930
met3: 0.596 / 216
==> cell type report <==
type | instances | area [um^2] | share of cell area (%)
Inverter | 69 | 259 | 3.43
Multi-Input combinational cell | 498 | 6240 | 82.8
Tap cell | 313 | 392 | 5.19
Timing Repair Buffer | 65 | 648 | 8.59
==> path summary, 6_finish.rpt <==
path  startpoint     endpoint  slack, ps
max     data1[0]  product[30]      10920
min    data0[15]  product[30]      22740
==> cell families after synthesis <==
logic type / count (synthesis) / synth area share [%]
fa+ha+maj: 240 / 66.5
buf+inv: 135 / 11.4
other cells: 2 / 0.107
simple gates: 256 / 22.0
==> placed cells by master, fill, tap and decap left out, drive strengths merged <==
cell type | netlist | layout
clkdlybuf4s50 | 0 | 64
conb | 2 | 2
nand2 | 30 | 30
and2 | 226 | 226
ha | 16 | 16
inv | 69 | 69
buf | 66 | 1
fa | 224 | 224
