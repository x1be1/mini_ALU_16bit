### design/flow/config.mk
export PLATFORM = sky130hd
export DESIGN_NAME = mini_ALU_16bit_ADD
export DESIGN_NICKNAME = mini_ALU_16bit_ADD
export VERILOG_FILES = /design/flow/design.v
export SDC_FILE = /design/flow/constraint.sdc
export NUM_CORES = 4
export LEC_CHECK = 1
export CORE_AREA = 10 10 70 70
export DIE_AREA = 0 0 80 80
### design/flow/constraint.sdc
current_design mini_ALU_16bit_ADD

set clk_period 6.2
set clk_io_pct 0.2

create_clock -name clk0 -period $clk_period

set non_clock_inputs [all_inputs -no_clocks]
set_input_delay [expr $clk_period * $clk_io_pct] -clock clk0 $non_clock_inputs
set_output_delay [expr $clk_period * $clk_io_pct] -clock clk0 [all_outputs]
### design/flow/design.v
module mini_ALU_16bit_ADD(
    input [15:0] data0,
    input [15:0] data1,
    output [15:0] sum,
    output overflow,
    output valid
);
    wire [15:0] carry;
                    full_adder fa0(
                        .data0(data0[0]),
                        .data1(data1[0]),
                        .cin(1'b0),
                        .sum(sum[0]),
                        .cout(carry[0])
                    );                    
                    full_adder fa15(
                        .data0(data0[15]),
                        .data1(data1[15]),
                        .cin(carry[14]),
                        .sum(sum[15]),
                        .cout(overflow)
                    );
    generate
        genvar i;
            for(i=1;i<15;i=i+1)begin:fadd
                    full_adder fa(
                        .data0(data0[i]),
                        .data1(data1[i]),
                        .cin(carry[i-1]),
                        .sum(sum[i]),
                        .cout(carry[i])
                    );
                end
    endgenerate
    assign valid=(overflow==1)?1'b0:1'b1;
endmodule
module full_adder( 
    input data0,
    input data1,
    input cin,
    output sum,
    output cout
);
    assign sum=data0^data1^cin;
    assign cout=(data0&data1) | (data0&cin) | (data1&cin);
endmodule
### design/flow/run.sh
#!/bin/bash
# OpenROAD 26Q1-2900-gdf79404cd8, Yosys 0.63+post, stock flow scripts
make -C /OpenROAD-flow-scripts/flow DESIGN_CONFIG=/design/flow/config.mk WORK_HOME=/design/flow/orfs finish
==> flow_summary.json <==
{
  "vdd_ir_drop_max_mv": 0.02574,
  "track_usage": 0.04764,
  "seq_area_sq_um": 0,
  "synth.area.top_cells": "fa_1, buf_4, ha_1",
  "yosysChipArea_sq_um": 436.7,
  "synthTopCellsByCount": "buf_4, fa_1, ha_1, inv_1",
  "holdPathStages": 3,
  "netlist.area_leader.share": 0.6877,
  "crit_fanout": 1,
  "wire_per_inst_um": 13.82,
  "cp.required_ns": 4.96,
  "relSlewSlack": 0.9206,
  "first_pass_iters": 1,
  "outcome": "finished, violations left",
  "tightest_slew_ns": 0.1187,
  "grt_start_max_net_pins": 3,
  "fin_cells": 113,
  "vias": 374,
  "hold_path_end": "sum[0]",
  "crit_path_end_kind": "primary output",
  "synth_cells": 33,
  "dp_hpwl_um": 1562,
  "critical_path_class": "input port to primary output",
  "synth.most_common_cell": "buf_4",
  "maxCapViolCount": 0,
  "yosys.cell_types.count": 4,
  "syn_area_sq_um": 436.7,
  "warnings": 35,
  "core_area_sq_mm": 0.003416,
  "rsz0062_at_grt": "true",
  "drtIter0Drc": 0,
  "vias_per_cell": 3.310,
  "ff_count": 0,
  "hp-class": "input port to primary output",
  "report.final.hold_viol_count": 0,
  "drive_gt1_frac": 0.4179,
  "violations": "setup timing",
  "chip_area_sq_mm": 0.006400,
  "pin_count": 50,
  "n_antenna_cell": 0,
  "setup_viol": 8,
  "min_from": "data1[0]",
  "leakage_nw": 0.3149,
  "power_density_mw_per_mm2": 84.78,
  "yosys_cells": 33,
  "rows": 21,
  "initCoreUtil": 0.1278,
  "top_area_cell": "fa_1",
  "power_mw": 0.07457,
  "grt_pass1_vias": 466,
  "post-route-period-util": 1.315,
  "drcViolationCount": 0,
  "n_clock_buffer": 0,
  "slew_violations": 0,
  "min_period_ns": 8.155,
  "postLayoutCoreUtil": 0.2575,
  "timing.fmax_mhz": 122.6,
  "grt-ovfl-total": 0,
  "antenna_found_initial": 0,
  "grt_pass1_wl_um": 2394,
  "syn_area_per_cell_sq_um": 13.23,
  "die_height_um": 80,
  "start_kind": "input port",
  "dp_cells": 113,
  "ys_seq_share": 0,
  "antenna_left": 0,
  "area_growth_pct": 101.4,
  "holdWs_ns": 3.120,
  "fin_ws_ns": -1.955,
  "cp.arrival_ns": 6.92,
  "gp_congestion": 0.8950,
  "port-buffer-count": 50,
  "ys.warnings.count": 0,
  "post_cts_buffers": 0,
  "drt-total-wl_um": 1562,
  "die_w_um": 80
}
[final cells by class]
class / count / area, sq um
Multi-Input combinational cell: 16 / 362.8
Tap cell: 46 / 57.56
Fill cell: 376 / 2536
Inverter: 1 / 3.754
Timing Repair Buffer: 50 / 455.4
[report_power, final]
| part | total (mW) | internal (mW) | switching, mW |
|---|---|---|---|
| sequential | 0 | 0 | 0 |
| clock | 0 | 0 | 0 |
| combinational | 0.0746 | 0.0531 | 0.0215 |
| total | 0.0746 | 0.0531 | 0.0215 |
[per-stage QoR]
step	instance area, sq um	setup TNS (ns)	worst slack [ns]
2_1_floorplan	486.7	-8.430	-1.756
3_3_place_gp	924.6	-17.44	-2.743
3_5_place_dp	924.6	-17.50	-2.764
4_1_cts	878.3	-13.72	-2.436
5_1_grt	879.6	-11.14	-2.083
6_report	879.6	-10.14	-1.955
[layout by cell type, fill, tap and decap left out, drive strengths merged]
| cell | n |
|---|---|
| clkdlybuf4s50 | 36 |
| fa | 15 |
| buf | 11 |
| inv | 1 |
| ha | 1 |
| clkdlybuf4s15 | 1 |
| clkbuf | 1 |
| dlygate4sd2 | 1 |
[critical path, cell delays in order]
cell and delay (ns):
buf_8 0.10, ha_4 0.15, fa_2 0.33, fa_2 0.35, fa_2 0.35, fa_2 0.35, fa_2 0.34, fa_2 0.34
fa_2 0.34, fa_2 0.34, fa_2 0.34, fa_2 0.34, fa_2 0.34, fa_2 0.35, fa_2 0.35, fa_2 0.34
fa_2 0.52, buf_2 0.09
[repair_timing]
action                     CTS  global route
setup endpoints to repair   10            10
pin swaps                   16            16
hold endpoints to repair     0             0
gates resized               41             4
hold buffers                 0             0
[worst max path at each step]
stage                 depth (start not counted)  slack (ns)  endpoint  startpoint
after CTS                                    18       -2.44   sum[15]    data1[0]
after global routing                         18       -2.08   sum[15]    data1[0]
final                                        18       -1.96   sum[15]    data1[0]
[per-layer routing]
metal / track usage / vias to the layer above / part of all wire
li1: - / 151 / -
met1: 0.05529 / 174 / 0.39
met2: 0.06340 / 49 / 0.32
met3: 0.05000 / 0 / 0.29
met4: 0 / 0 / 0
met5: 0 / - / 0
[kinds of logic after synthesis]
kind of cell | synth area share
adder cells (fa/ha/maj) | 0.7163
buffers and inverters | 0.2837
